==> design.v <==
module rv_branch_comp ( 
    input   [32-1:0]     i_brcomp_a,
    input   [32-1:0]     i_brcomp_b,
    input   [2:0]           i_brcomp_func3_ex,
    input                   i_brcomp_is_branch_ex,
    input                   i_brcomp_is_jump_ex,
    output                  o_brcomp_flush_ifid 
);
    reg     take_branch;
    wire    brcomp_eq   = i_brcomp_a == i_brcomp_b;
    wire    brcomp_lt   = $signed(i_brcomp_a) < $signed(i_brcomp_b);
    wire    brcomp_ltu  = i_brcomp_a < i_brcomp_b;
    assign  o_brcomp_flush_ifid = take_branch&&i_brcomp_is_branch_ex || i_brcomp_is_jump_ex;
    always @(*) begin
        case (i_brcomp_func3_ex)
            3'h0  : take_branch = brcomp_eq;
            3'h1  : take_branch = !brcomp_eq;
            3'h4  : take_branch = brcomp_lt;
            3'h5  : take_branch = !brcomp_lt;
            3'h6 : take_branch = brcomp_ltu;
            default     : take_branch = !brcomp_ltu;  
        endcase
    end
endmodule
module rv_alu ( 
    input       [32-1:0]     i_alu_a,
    input       [32-1:0]     i_alu_b,
    input       [3:0]           i_alu_ctrl,
    output reg  [32-1:0]     o_alu_res
);
    always @(*) begin
        case (i_alu_ctrl)
            4'd4   : o_alu_res = i_alu_a & i_alu_b;
            4'd3    : o_alu_res = i_alu_a | i_alu_b;
            4'd0   : o_alu_res = i_alu_a + i_alu_b;
            4'd1   : o_alu_res = i_alu_a - i_alu_b;
            4'd2   : o_alu_res = i_alu_a ^ i_alu_b;
            4'd9  : o_alu_res = i_alu_a < i_alu_b ? 32'd1 : 32'd0;
            4'd5   : o_alu_res = i_alu_a << i_alu_b[4:0];
            4'd7   : o_alu_res = $signed(i_alu_a) >>> $signed(i_alu_b[4:0]);
            4'd6   : o_alu_res = i_alu_a >>> (i_alu_b[4:0]);
            4'd8   : o_alu_res = $signed(i_alu_a) < $signed(i_alu_b) ? 32'd1 : 32'd0;
            default             : o_alu_res = 32'bx;
        endcase
    end
endmodule
module rv_adder #(  
    parameter   BW_DATA = 32
)(  
    input   [BW_DATA-1:0]   i_adder_data1,
    input   [BW_DATA-1:0]   i_adder_data2,
    output  [BW_DATA-1:0]   o_adder_data
);
    assign o_adder_data = i_adder_data1 + i_adder_data2;
endmodule
module rv_ex_stage (    
    input                       i_ex_clk,
    input                       i_ex_rstn,
    output                      o_ex_flush_ifid,
    input       [32-1:0]     i_ex_pc,
    input       [2:0]           i_ex_func3,
    input       [32-1:0]     i_ex_ext_imm,
    input                       i_ex_is_branch,
    input                       i_ex_is_jump,
    input                       i_ex_is_load,
    input       [3:0]           i_ex_alu_ctrl,
    input                       i_ex_alu_a_sel,
    input                       i_ex_alu_b_sel,
    input                       i_ex_dmem_we,
    input       [2:0]           i_ex_dmem_bytectrl,
    input       [32-1:0]     i_ex_rf_rd1,
    input       [32-1:0]     i_ex_rf_rd2,
    input       [4:0]           i_ex_rf_wa,
    input                       i_ex_rf_we,
    input       [1:0]           i_ex_rf_wd_pre_sel,
    output reg  [32-1:0]     o_ex_if_target_addr,
    output reg                  o_ex_mem_is_load,
    output reg  [32-1:0]     o_ex_mem_alu_res,
    output reg  [32-1:0]     o_ex_mem_ext_imm,
    output reg  [32-1:0]     o_ex_mem_pc_plus_4,
    output reg                  o_ex_mem_dmem_we,
    output reg  [32-1:0]     o_ex_mem_dmem_wd,
    output reg  [2:0]           o_ex_mem_dmem_bytectrl,
    output reg                  o_ex_mem_rf_we,
    output reg  [4:0]           o_ex_mem_rf_wa,
    output reg  [1:0]           o_ex_mem_rf_wd_pre_sel,
    input       [32-1:0]     i_ex_rf_rd_fwd_mem,
    input       [32-1:0]     i_ex_rf_rd_fwd_wb,
    input       [1:0]           i_ex_rf_rd1_sel,
    input       [1:0]           i_ex_rf_rd2_sel
);
    wire    [32-1:0]     pc_plus_4_ex;
    reg     [32-1:0]     rf_rd_muxed_ex [1:2];
    reg     [32-1:0]     alu_a;
    reg     [32-1:0]     alu_b;
    wire    [32-1:0]     alu_res_ex;
    assign o_ex_if_target_addr  = alu_res_ex;
    always @(*) begin
        case (i_ex_rf_rd1_sel)
            2'b01   : rf_rd_muxed_ex[1] = i_ex_rf_rd_fwd_mem;
            2'b10   : rf_rd_muxed_ex[1] = i_ex_rf_rd_fwd_wb;
            default : rf_rd_muxed_ex[1] = i_ex_rf_rd1;
        endcase
    end
    always @(*) begin
        case (i_ex_rf_rd2_sel)
            2'b01   : rf_rd_muxed_ex[2] = i_ex_rf_rd_fwd_mem;
            2'b10   : rf_rd_muxed_ex[2] = i_ex_rf_rd_fwd_wb;
            default : rf_rd_muxed_ex[2] = i_ex_rf_rd2;
        endcase
    end
    assign alu_a = i_ex_alu_a_sel ? i_ex_pc             : rf_rd_muxed_ex[1];
    assign alu_b = i_ex_alu_b_sel ? rf_rd_muxed_ex[2]   : i_ex_ext_imm;
    rv_alu 
    u_rv_alu(
        .i_alu_a                (alu_a                  ),
        .i_alu_b                (alu_b                  ),
        .i_alu_ctrl             (i_ex_alu_ctrl          ),
        .o_alu_res              (alu_res_ex             )
    );
    rv_branch_comp
    u_rv_branch_comp(
        .i_brcomp_a             (rf_rd_muxed_ex[1]      ),
        .i_brcomp_b             (rf_rd_muxed_ex[2]      ),
        .i_brcomp_func3_ex      (i_ex_func3             ),
        .i_brcomp_is_branch_ex  (i_ex_is_branch         ),
        .i_brcomp_is_jump_ex    (i_ex_is_jump           ),
        .o_brcomp_flush_ifid    (o_ex_flush_ifid        )
    );
    rv_adder #(
        .BW_DATA                (32                  )
    ) u_rv_adder_pc_plus_4_ex(
        .i_adder_data1          (i_ex_pc                ),
        .i_adder_data2          (32'd4                  ),
        .o_adder_data           (pc_plus_4_ex           )
    );
    always @(posedge i_ex_clk) begin
        if (!i_ex_rstn) begin
            o_ex_mem_dmem_we        <= 'd0;
            o_ex_mem_rf_we          <= 'd0;
            o_ex_mem_is_load        <= 'd0;
            o_ex_mem_alu_res        <= 'd0;
            o_ex_mem_pc_plus_4      <= 'd0;
            o_ex_mem_ext_imm        <= 'd0;
            o_ex_mem_dmem_wd        <= 'd0;
            o_ex_mem_dmem_bytectrl  <= 'd0;
            o_ex_mem_rf_wa          <= 'd0;
            o_ex_mem_rf_wd_pre_sel  <= 'd0;
        end else begin
            o_ex_mem_dmem_we        <= i_ex_dmem_we;
            o_ex_mem_rf_we          <= i_ex_rf_we;
            o_ex_mem_is_load        <= i_ex_is_load;
            o_ex_mem_alu_res        <= alu_res_ex;
            o_ex_mem_pc_plus_4      <= pc_plus_4_ex;
            o_ex_mem_ext_imm        <= i_ex_ext_imm;
            o_ex_mem_dmem_wd        <= rf_rd_muxed_ex[2];
            o_ex_mem_dmem_bytectrl  <= i_ex_dmem_bytectrl;
            o_ex_mem_rf_wa          <= i_ex_rf_wa;
            o_ex_mem_rf_wd_pre_sel  <= i_ex_rf_wd_pre_sel;
        end
    end
endmodule
==> run.sh <==
#!/bin/bash
# OpenROAD 26Q1-2900-gdf79404cd8, Yosys 0.63+post, stock flow scripts
make -C /OpenROAD-flow-scripts/flow DESIGN_CONFIG=/design/flow/config.mk WORK_HOME=/design/flow/orfs finish
==> config.mk <==
export PLATFORM = sky130hd
export DESIGN_NAME = rv_ex_stage
export DESIGN_NICKNAME = rv_ex_stage
export VERILOG_FILES = /design/flow/design.v
export SDC_FILE = /design/flow/constraint.sdc
export NUM_CORES = 4
export LEC_CHECK = 1
export CORE_UTILIZATION = 50
==> constraint.sdc <==
current_design rv_ex_stage

set clk_period 20.5
set clk_io_pct 0.2

create_clock -name clk0 -period $clk_period [get_ports {i_ex_clk}]

set non_clock_inputs [all_inputs -no_clocks]
set_input_delay [expr $clk_period * $clk_io_pct] -clock clk0 $non_clock_inputs
set_output_delay [expr $clk_period * $clk_io_pct] -clock clk0 [all_outputs]
==> impl_metrics.csv <==
group,metric,value,unit
clocking,post_cts_resize_count,0,
worst_hold_path,hp-class,"in2reg",
synthesis,synth_cell_types,92,
synthesis,ys_cells,2433,
final_layout,lay_top_count,"clkdlybuf4s50_1",
placed_design,gp_congestion,1.12,
setup_path,crit_path_start_kind,"input port",
die,die_height,192,um
placed_design,io_buffers,395,
final_timing,period_needed,14.87,ns
setup_path,path_buffers,6,
final_timing,rsz0062_at_grt,"no",
global_route,grt_max_degree,70,
route,avgViaCountPerCell,6.92,
die,core_area,35500,um^2
global_route,grt_overflow_total,0,
final_timing,slew_headroom,0.170,
clocking,cts_inserted_buffers,17,
route,routed-wl-met2,36.9,mm
final_layout,fillers,2802,
final_layout,drive_above_1_share,0.0782,
setup_path,worstPathRequired,16.40,ns
setup_path,path_class,"in2out",
final_timing,finalSetupTns,0,ns
setup_path,cp_slowest_cell,"clkdlybuf4s50_1",
run,drv_cap,0,
final_timing,slew_viol_final,0,
clocking,cts_setup_buffers,0,
setup_path,crit_fanout,69,
clocking,cts-htree-levels,4,
clocking,cts_num_sinks,141,
route,wirelength,90.9,mm
route,ant_nets,0,
setup_path,cp.arrival,10.77,ns
synthesis,syn_avg_cell_area,7.40,um^2
final_timing,hold_violations,0,
global_route,grt_pass1_wl,134,mm
die,fp.dieW,192,um
final_layout,most-common-layout-cells,"clkdlybuf4s50_1 (393), nor2_1 (260), nand2_1 (194)",
final_layout,finalInstanceArea,22600,um^2
clocking,clockBufferDepth,2,
final_timing,worst_slack,5.63,ns
final_timing,worstMarginPinSlew,1.24,ns
pwr,ir_drop,66.2,uV
final_timing,setup_viol,0,
run,warnings,102,
route,wl_met1,35.0,mm
clocking,clk_transition_reported_paths,0.06,ns
synthesis,ys_seq_frac,0.157,
pwr,finalPower,1.49,mW
clocking,cts_tree,"built",
route,drt_iter0_markers,2846,
route,met3_length,11.7,mm
synthesis,ff_type,"dfxtp_1",
route,routedWlPerCell,28.6,um
status,status,"finished clean",
synthesis,yosysWarnings,11,
setup_path,slowest_delay,0.66,ns
route,firstDrtPassIters,7,
pwr,powerDensity,66.0,nW/um^2
die,placementRows,69,
synthesis,syn_inst,2433,
synthesis,synth_area,18000,um^2
final_timing,finalCritPeriodShare,0.725,
synthesis,ys_async_sr_fraction,0,
synthesis,synth_flop_count,141,
placed_design,dp_worst_setup_slack,6.01,ns
synthesis,synth-edff-count,0,
clocking,cts-root-buf,"clkbuf_16",
setup_path,worstSetupEndpointType,"output port",
clocking,cts.hold.buffers_added,0,
route,top_layer_used,"met5",
final_layout,syn_to_final_growth,25.3,%
global_route,grt_use_total,0.504,
placed_design,place.detailed.hpwl,68.4,mm
pwr,p_leak,9.25,nW
die,core_util_floorplan,0.508,
route,via_count,22000,
global_route,grt_pass1_vias,20400,
final_layout,utilization,0.636,
die,ios,396,
die,die_area,36800,um^2
final_timing,fmaxAchievable,0.0672,GHz
global_route,antenna_found_initial,4,
synthesis,yosysChipArea,18000,um^2
route,drc,0,
setup_path,crit_family,"AND-OR/OR-AND gates",
setup_path,path_cells,"clkdlybuf4s50_1 -> inv_1 -> ha_2 -> buf_4 -> nand2b_1 -> o221a_4 -> inv_4 -> ha_1 -> inv_1 -> fa_1 -> nor2b_1 -> o211ai_1 -> a2111o_1 -> a21boi_1 -> nor2_1 -> o21ai_0 -> mux2_2 -> a31oi_1 -> clkdlybuf4s50_1",
placed_design,placed_area,22000,um^2
layout make-up:
type / count / area, um^2 / area share
tap: 461 / 577 / 0.0256
multi-input combinational: 1947 / 13700 / 0.608
inverter: 149 / 567 / 0.0251
sequential: 141 / 2820 / 0.125
antenna: 2 / 5.00 / 0.000222
timing repair buffer: 443 / 4300 / 0.191
clock buffer: 18 / 429 / 0.0190
clock inverter: 14 / 146 / 0.00649
kinds of logic after synthesis:
group | after synthesis | synth area share
and+or+nand+nor | 783 | 0.204
AOI/OAI and AO/OA | 718 | 0.283
buffers and inverters | 345 | 0.0849
muxes | 258 | 0.149
adders and majority gates | 145 | 0.102
DFF | 141 | 0.157
xor gates and xnor gates | 43 | 0.0209
metrics by stage:
step                      std cells  hold WS (ns)
after global routing           3174          4.22
after floorplan                2433          4.17
final                          3175          4.23
after CTS                      3173          4.22
after detailed placement       3141          4.69
after global placement         3141          4.68
cells in the mapped netlist, types with 12 or more instances:
library cell | instances | area, um^2
a211oi_1 | 57 | 428
a21o_1 | 15 | 113
a21oi_1 | 138 | 691
a22o_1 | 26 | 228
a22oi_1 | 45 | 338
a311oi_1 | 18 | 158
a31oi_1 | 25 | 156
and2_1 | 53 | 332
and3_1 | 14 | 87.6
buf_1 | 18 | 67.6
buf_2 | 65 | 325
buf_4 | 21 | 158
clkbuf_1 | 83 | 312
dfxtp_1 | 141 | 2820
ha_1 | 143 | 1790
inv_1 | 137 | 514
mux2_2 | 69 | 777
mux2i_1 | 188 | 1880
nand2_1 | 194 | 728
nand2b_1 | 45 | 282
nand3_1 | 63 | 315
nand4_1 | 17 | 106
nor2_1 | 260 | 976
nor2b_1 | 14 | 87.6
nor3_1 | 51 | 255
nor4_1 | 23 | 144
o2111ai_1 | 17 | 149
o211ai_1 | 35 | 263
o21ai_0 | 122 | 611
o21bai_1 | 13 | 97.6
o221a_2 | 21 | 236
o22ai_1 | 29 | 181
o31ai_1 | 12 | 90.1
o32ai_1 | 14 | 123
or3_1 | 18 | 113
xnor2_1 | 28 | 245
xor2_1 | 15 | 131
layer usage:
metal	up-vias	track usage
li1	9467	-
met1	10100	0.663
met2	1919	0.711
met3	462	0.169
met4	8	0.305
met5	-	0.0275
where the power goes:
group / internal (mW) / switching, mW / total (mW) / leakage [nW]
Combinational: 0.331 / 0.540 / 0.871 / 7.81
Sequential: 0.294 / 0.00542 / 0.299 / 1.17
Clock: 0.171 / 0.149 / 0.320 / 0.270
path summary, 6_finish.rpt:
check	from	depth (start not counted)	end	slack [ns]
setup / recovery	i_ex_rf_rd2_sel[0]	19	o_ex_if_target_addr[26]	5.63
hold / removal	i_ex_rf_wd_pre_sel[1]	2	o_ex_mem_rf_wd_pre_sel[1]	4.23
sequential cells by signal (all words and copies together) (netlist names):
register                cells
o_ex_mem_rf_wd_pre_sel      2
o_ex_mem_rf_wa              5
o_ex_mem_dmem_we            1
o_ex_mem_alu_res           32
o_ex_mem_dmem_bytectrl      3
o_ex_mem_ext_imm           32
o_ex_mem_is_load            1
o_ex_mem_dmem_wd           32
o_ex_mem_pc_plus_4         32
o_ex_mem_rf_we              1
No activity file was given, so power comes from the tool's default toggle rates.
