[./config.mk]
export PLATFORM = sky130hd
export DESIGN_NAME = rv_regfile
export DESIGN_NICKNAME = rv_regfile
export VERILOG_FILES = /design/flow/design.v
export SDC_FILE = /design/flow/constraint.sdc
export NUM_CORES = 4
export LEC_CHECK = 1
export CORE_UTILIZATION = 50
[./constraint.sdc]
current_design rv_regfile

set clk_period 23.6
set clk_io_pct 0.2

create_clock -name clk0 -period $clk_period [get_ports {i_rf_clk}]

set non_clock_inputs [all_inputs -no_clocks]
set_input_delay [expr $clk_period * $clk_io_pct] -clock clk0 $non_clock_inputs
set_output_delay [expr $clk_period * $clk_io_pct] -clock clk0 [all_outputs]
[./design.v]
module rv_regfile ( 
    input                   i_rf_clk,
    input                   i_rf_rstn,
    input   [4:0]           i_rf_ra1,
    input   [4:0]           i_rf_ra2,
    input   [32-1:0]     i_rf_wd,
    input   [4:0]           i_rf_wa,
    input                   i_rf_we,
    output  [32-1:0]     o_rf_rd1,
    output  [32-1:0]     o_rf_rd2
);
    reg [32-1:0] reg_arr [0:31];
    integer i;
    always @(posedge i_rf_clk) begin
        if (!i_rf_rstn) begin
            for (i=0; i<32; i=i+1) begin
                reg_arr[i] <= 32'd0;
            end
        end else if (i_rf_we) begin
            if (i_rf_wa != 5'd0) begin
                reg_arr[i_rf_wa] <= i_rf_wd;
            end
        end
    end
    assign o_rf_rd1 = reg_arr[i_rf_ra1];
    assign o_rf_rd2 = reg_arr[i_rf_ra2];
endmodule
module rv_core (
    input                   i_core_clk,
    input                   i_core_rstn,
    input   [31:0]          i_core_imem_rd,
    output  [32-1:0]     o_core_imem_ra,
    input   [32-1:0]     i_core_dmem_rd,
    output  [32-1:0]     o_core_dmem_a,
    output  [32-1:0]     o_core_dmem_wd,
    output                  o_core_dmem_we,
    output  [2:0]           o_core_dmem_bytectrl
);
    wire                    flush_ifid;
    wire                    stall_ifid;
    wire    [32-1:0]     target_addr;
    wire    [32-1:0]     rf_rd_fwd_mem;
    wire    [32-1:0]     rf_rd_fwd_wb;
    wire                    rf_rd1_sel_id;
    wire                    rf_rd2_sel_id;
    wire    [1:0]           rf_rd1_sel_ex;
    wire    [1:0]           rf_rd2_sel_ex;
    wire                    rf_we_core;
    wire    [4:0]           rf_wa_core;
    wire    [32-1:0]     rf_wd_core;
    wire    [4:0]           rf_ra1_core;
    wire    [4:0]           rf_ra2_core;
    wire    [32-1:0]     rf_rd1_core;
    wire    [32-1:0]     rf_rd2_core;
    wire    [32-1:0]     pc_id;
    wire    [31:0]          instr_id;
    wire    [32-1:0]     pc_ex;
    wire    [2:0]           func3_ex;
    wire    [32-1:0]     ext_imm_ex;
    wire                    is_branch_ex;
    wire                    is_jump_ex;
    wire                    is_load_ex;
    wire    [3:0]           alu_ctrl_ex;
    wire                    alu_a_sel_ex;
    wire                    alu_b_sel_ex;
    wire                    dmem_we_ex;
    wire    [32-1:0]     dmem_wd_ex;
    wire    [2:0]           dmem_bytectrl_ex;
    wire                    rf_we_ex;
    wire    [4:0]           rf_wa_ex;
    wire    [32-1:0]     rf_rd1_ex;
    wire    [32-1:0]     rf_rd2_ex;
    wire    [1:0]           rf_wd_pre_sel_ex;
    wire    [4:0]           rf_ra1_ex;
    wire    [4:0]           rf_ra2_ex;
    wire                    is_load_mem;
    wire    [32-1:0]     alu_res_mem;
    wire    [32-1:0]     pc_plus_4_mem;
    wire    [32-1:0]     ext_imm_mem;
    wire                    dmem_we_mem;
    wire    [32-1:0]     dmem_wd_mem;
    wire    [2:0]           dmem_bytectrl_mem;
    wire    [1:0]           rf_wd_pre_sel_mem;
    wire                    rf_we_mem;
    wire    [4:0]           rf_wa_mem;
    wire                    is_load_wb;
    wire    [32-1:0]     dmem_rd_wb;
    wire                    rf_we_wb;
    wire    [4:0]           rf_wa_wb;
    wire    [32-1:0]     rf_wd_pre_wb;
    rv_regfile
    u_rv_regfle(
        .i_rf_clk               (i_core_clk             ),
        .i_rf_rstn              (i_core_rstn            ),
        .i_rf_ra1               (rf_ra1_core            ),
        .i_rf_ra2               (rf_ra2_core            ),
        .i_rf_wd                (rf_wd_core             ),
        .i_rf_wa                (rf_wa_core             ),
        .i_rf_we                (rf_we_core             ),
        .o_rf_rd1               (rf_rd1_core            ),
        .o_rf_rd2               (rf_rd2_core            )
    );
    rv_if_stage 
    u_rv_if_stage(
        .i_if_clk               (i_core_clk             ),
        .i_if_rstn              (i_core_rstn            ),
        .i_if_flush             (flush_ifid             ),   
        .i_if_stall             (stall_ifid             ),   
        .i_if_imem_rd           (i_core_imem_rd         ),
        .o_if_imem_ra           (o_core_imem_ra         ),
        .i_if_target_addr       (target_addr            ),
        .o_if_id_pc             (pc_id                  ),
        .o_if_id_instr          (instr_id               )
    );
    rv_id_stage 
    u_rv_id_stage(
        .i_id_clk               (i_core_clk             ),
        .i_id_rstn              (i_core_rstn            ),
        .i_id_flush             (flush_ifid             ),   
        .i_id_stall             (stall_ifid             ),   
        .i_id_rf_rd1            (rf_rd1_core            ),
        .i_id_rf_rd2            (rf_rd2_core            ),
        .o_id_rf_ra1            (rf_ra1_core            ),
        .o_id_rf_ra2            (rf_ra2_core            ),
        .i_id_pc                (pc_id                  ),
        .i_id_instr             (instr_id               ),
        .o_id_ex_pc             (pc_ex                  ),
        .o_id_ex_func3          (func3_ex               ),
        .o_id_ex_ext_imm        (ext_imm_ex             ),
        .o_id_ex_is_branch      (is_branch_ex           ),
        .o_id_ex_is_jump        (is_jump_ex             ),
        .o_id_ex_is_load        (is_load_ex             ),
        .o_id_ex_alu_ctrl       (alu_ctrl_ex            ),
        .o_id_ex_alu_a_sel      (alu_a_sel_ex           ),
        .o_id_ex_alu_b_sel      (alu_b_sel_ex           ),
        .o_id_ex_dmem_we        (dmem_we_ex             ),
        .o_id_ex_dmem_bytectrl  (dmem_bytectrl_ex       ),
        .o_id_ex_rf_we          (rf_we_ex               ),
        .o_id_ex_rf_wa          (rf_wa_ex               ),
        .o_id_ex_rf_rd1         (rf_rd1_ex              ),
        .o_id_ex_rf_rd2         (rf_rd2_ex              ),
        .o_id_ex_rf_wd_pre_sel  (rf_wd_pre_sel_ex       ),
        .i_id_rf_rd_fwd_wb      (rf_rd_fwd_wb           ),   
        .i_id_rf_rd1_sel        (rf_rd1_sel_id          ),   
        .i_id_rf_rd2_sel        (rf_rd2_sel_id          ),   
        .o_id_ex_rf_ra1         (rf_ra1_ex              ),   
        .o_id_ex_rf_ra2         (rf_ra2_ex              )    
    );
    rv_ex_stage 
    u_rv_ex_stage(
        .i_ex_clk               (i_core_clk             ),
        .i_ex_rstn              (i_core_rstn            ),
        .o_ex_flush_ifid        (flush_ifid             ),
        .i_ex_pc                (pc_ex                  ),
        .i_ex_func3             (func3_ex               ),
        .i_ex_ext_imm           (ext_imm_ex             ),
        .i_ex_is_branch         (is_branch_ex           ),
        .i_ex_is_jump           (is_jump_ex             ),
        .i_ex_is_load           (is_load_ex             ),
        .i_ex_alu_ctrl          (alu_ctrl_ex            ),
        .i_ex_alu_a_sel         (alu_a_sel_ex           ),
        .i_ex_alu_b_sel         (alu_b_sel_ex           ),
        .i_ex_dmem_we           (dmem_we_ex             ),
        .i_ex_dmem_bytectrl     (dmem_bytectrl_ex       ),
        .i_ex_rf_we             (rf_we_ex               ),
        .i_ex_rf_wa             (rf_wa_ex               ),
        .i_ex_rf_rd1            (rf_rd1_ex              ),
        .i_ex_rf_rd2            (rf_rd2_ex              ),
        .i_ex_rf_wd_pre_sel     (rf_wd_pre_sel_ex       ),
        .o_ex_if_target_addr    (target_addr            ),
        .o_ex_mem_is_load       (is_load_mem            ),
        .o_ex_mem_alu_res       (alu_res_mem            ),
        .o_ex_mem_ext_imm       (ext_imm_mem            ),
        .o_ex_mem_pc_plus_4     (pc_plus_4_mem          ),
        .o_ex_mem_dmem_we       (dmem_we_mem            ),
        .o_ex_mem_dmem_wd       (dmem_wd_mem            ),
        .o_ex_mem_dmem_bytectrl (dmem_bytectrl_mem      ),
        .o_ex_mem_rf_wa         (rf_wa_mem              ),
        .o_ex_mem_rf_we         (rf_we_mem              ),
        .o_ex_mem_rf_wd_pre_sel (rf_wd_pre_sel_mem      ),
        .i_ex_rf_rd_fwd_mem     (rf_rd_fwd_mem          ),   
        .i_ex_rf_rd_fwd_wb      (rf_rd_fwd_wb           ),   
        .i_ex_rf_rd1_sel        (rf_rd1_sel_ex          ),   
        .i_ex_rf_rd2_sel        (rf_rd2_sel_ex          )    
    );
    rv_mem_stage 
    u_rv_mem_stage(
        .i_mem_clk              (i_core_clk             ),
        .i_mem_rstn             (i_core_rstn            ),
        .i_mem_dmem_rd          (i_core_dmem_rd         ),
        .o_mem_dmem_a           (o_core_dmem_a          ),
        .o_mem_dmem_we          (o_core_dmem_we         ),
        .o_mem_dmem_wd          (o_core_dmem_wd         ),
        .o_mem_dmem_bytectrl    (o_core_dmem_bytectrl   ),
        .i_mem_is_load          (is_load_mem            ),
        .i_mem_alu_res          (alu_res_mem            ),
        .i_mem_pc_plus_4        (pc_plus_4_mem          ),
        .i_mem_ext_imm          (ext_imm_mem            ),
        .i_mem_dmem_we          (dmem_we_mem            ),
        .i_mem_dmem_wd          (dmem_wd_mem            ),
        .i_mem_dmem_bytectrl    (dmem_bytectrl_mem      ),
        .i_mem_rf_we            (rf_we_mem              ),
        .i_mem_rf_wa            (rf_wa_mem              ),
        .i_mem_rf_wd_pre_sel    (rf_wd_pre_sel_mem      ),
        .o_mem_wb_is_load       (is_load_wb             ),
        .o_mem_wb_dmem_rd       (dmem_rd_wb             ),
        .o_mem_wb_rf_we         (rf_we_wb               ),
        .o_mem_wb_rf_wa         (rf_wa_wb               ),
        .o_mem_wb_rf_wd_pre     (rf_wd_pre_wb           ),
        .o_mem_rf_rd_fwd        (rf_rd_fwd_mem          )    
    );
    rv_wb_stage 
    u_rv_wb_stage(
        .o_wb_rf_wa             (rf_wa_core             ),
        .o_wb_rf_we             (rf_we_core             ),
        .o_wb_rf_wd             (rf_wd_core             ),
        .i_wb_is_load           (is_load_wb             ),
        .i_wb_dmem_rd           (dmem_rd_wb             ),
        .i_wb_rf_wa             (rf_wa_wb               ),
        .i_wb_rf_we             (rf_we_wb               ),
        .i_wb_rf_wd_pre         (rf_wd_pre_wb           ),
        .o_wb_rf_rd_fwd         (rf_rd_fwd_wb           )    
    );
    rv_hazard_unit 
    u_rv_hazard_unit(
        .i_haz_is_load_mem      (is_load_mem            ),
        .i_haz_is_load_wb       (is_load_wb             ),
        .i_haz_rf_ra1_id        (rf_ra1_core            ),
        .i_haz_rf_ra2_id        (rf_ra2_core            ),
        .i_haz_rf_ra1_ex        (rf_ra1_ex              ),
        .i_haz_rf_ra2_ex        (rf_ra2_ex              ),
        .i_haz_rf_we_mem        (rf_we_mem              ),
        .i_haz_rf_wa_mem        (rf_wa_mem              ),
        .i_haz_rf_we_wb         (rf_we_wb               ),
        .i_haz_rf_wa_wb         (rf_wa_wb               ),
        .o_haz_rf_rd1_sel_ex    (rf_rd1_sel_ex          ),   
        .o_haz_rf_rd2_sel_ex    (rf_rd2_sel_ex          ),   
        .o_haz_rf_rd1_sel_id    (rf_rd1_sel_id          ),   
        .o_haz_rf_rd2_sel_id    (rf_rd2_sel_id          ),   
        .o_haz_stall_ifid       (stall_ifid             )    
    );
endmodule
[./run.sh]
#!/bin/bash
# OpenROAD 26Q1-2900-gdf79404cd8, Yosys 0.63+post, stock flow scripts
make -C /OpenROAD-flow-scripts/flow DESIGN_CONFIG=/design/flow/config.mk WORK_HOME=/design/flow/orfs finish
==> results.json <==
{
  "regMostFlops": "reg_arr",
  "ys_chip_area_mm2": 0.0557,
  "io_buffers": 113,
  "netSwitchingFraction_pct": 25.3,
  "rsz0062_at_grt": "no",
  "drive_above_1_share_pct": 8.78,
  "cts_buffers": 116,
  "ios": 114,
  "clkPwrFrac_pct": 40.1,
  "ctsRootBufferMaster": "clkbuf_16",
  "max_slew_margin_pct": 32.5,
  "cts_max_level": 3,
  "dp_slack_ns": 9.64,
  "wire_per_inst_um": 31.5,
  "place.gp.congestion": 0.925,
  "cp_slowest_cell": "buf_4",
  "vdd_drop_max_mv": 0.0639,
  "cts.clk_slew.worst_paths_ns": 0.06,
  "clk_path_buf_depth": 3,
  "combPwrFrac_pct": 11.9,
  "die_area_mm2": 0.113,
  "tns_ns": 0,
  "fin_crit_ns": 14.09,
  "switchingPower_w": 0.00113,
  "setup_viol": 0,
  "synth_async_sr_flop_share_pct": 0,
  "area_delta_synth_final_pct": 12.1,
  "worstHoldPathCells": 3,
  "p_leak_nw": 24.2,
  "critical_path_arrival_ns": 9.37,
  "edf_count": 1024,
  "synth_cells": 4609,
  "crit_start": "i_rf_ra1[0]",
  "num_vias": 38000,
  "grt_usage_pct": 37.8,
  "hold-worst-slack_ns": 4.86,
  "die_width_um": 336,
  "postRouteWirelength_um": 195000,
  "synth_seq_share_pct": 55.2,
  "fin_area_mm2": 0.0625,
  "grt_pass1_vias": 38400,
  "drtIter0Drc": 2567,
  "numSynthFlops": 1024,
  "status": "completed",
  "core_region_area_mm2": 0.111,
  "avgSynthCellArea_um2": 12.1,
  "ant_nets": 0,
  "antenna_found_initial": 9,
  "max_cap_viol_count": 0,
  "cts_tree": "yes",
  "grt_first_pass_wirelength_um": 275000,
  "hold_path.class": "in -> reg",
  "endpoint_kind": "output pin",
  "dp_hpwl_um": 108000,
  "min_from": "i_rf_rstn",
  "power_density_mw_per_mm2": 71.7,
  "warnings": 26,
  "ys_warn_count": 1,
  "slew_violations": 0,
  "timing.final.ws_setup_ns": 9.51,
  "worstMarginPinSlew_ns": 1.01,
  "ctsHoldBuffers": 0,
  "crit_chain": "clkdlybuf4s50_1 > nor2b_4 > buf_4 > buf_4 > buf_4 > buf_4 > a22o_1 > nor3_1 > a31oi_1 > nand3_1 > clkdlybuf4s50_1",
  "p_seq_share_pct": 48.0,
  "total_power_w": 0.00448,
  "yosys.area.top_type": "edfxtp_1",
  "hold_path_end": "reg_arr[20][30]",
  "ys_types": 32,
  "finalCritPeriodShare_pct": 59.7,
  "die-height_um": 336,
  "path_class": "in -> out",
  "ff_type": "edfxtp_1",
  "grt_max_degree": 99,
  "yosys.area.top_type_share_pct": 55.2,
  "grt_overflow": 0,
  "cts_resized": 0,
  "via_per_inst": 6.14,
  "max_freq_mhz": 71.0,
  "placed_area_mm2": 0.0587,
  "crit_path_start_kind": "input port",
  "reg_top3": "reg_arr: 1024 flops",
  "drc": 0,
  "largest_register_ffs": 1024,
  "critPathRequiredTime_ns": 18.88,
  "first_pass_iters": 5,
  "fp-row-count": 122,
  "critPathMaxStageDelay_ns": 0.74,
  "p_int_w": 0.00335,
  "hold_violations": 0,
  "fp_util_pct": 50.4,
  "postCtsSetupBuffers": 0,
  "crit_path_frequent_cell": "buf_4",
  "top_cells_by_area": "edfxtp_1 (55%), mux2i_1 (18%), and2_1 (11%), a22oi_1 (2.6%), a22o_1 (2.0%)",
  "clock_sinks": 1024,
  "ys_cells": 4609,
  "syn_area_mm2": 0.0557,
  "cp_max_fo": 42
}
[cell usage after synthesis, drive strengths merged, types with 4 or more instances]
master and number:
mux2i 1024, nand3 193, buf 176, nor2b 4
and2 994, o21ai 31, nand2 197, nor2 35
a31oi 64, edfxtp 1024, nor3 64, clkbuf 274
a21oi 192, a22oi 192, a22o 128, nand2b 4
[cells in the final DEF (no fill, tap or decap), types with 6 or more instances in the layout]
cell and n:
mux2i_1 1024, edfxtp_1 1024, and2_1 992, nand2_1 194, nand3_1 193, a22oi_1 192
a21oi_1 192, buf_4 172, a22o_1 128, clkbuf_16 120, clkdlybuf4s50_1 110, nor3_1 64
a31oi_1 64, clkinv_1 36, conb_1 32, nor2_4 31, o21ai_4 31, clkbuf_1 25
clkinv_2 15, bufinv_16 12, diode_2 6
[cell families after synthesis]
group | synth area share, %
AOI/OAI and AO/OA | 7.32
and+or+nand+nor | 15.4
muxes | 18.4
DFF | 55.2
other | 0.00673
buffers and inverters | 3.71
[layout make-up]
cell class	count	area, µm²
clock buffers	145	3100
fillers	8862	48100
clock inverters	69	638
diodes	6	15.0
multi-input cells	3165	23600
well taps	1488	1860
flip-flops and latches	1024	30700
repair buffers	288	2490
inverters	1	3.75
[worst max path at each step]
stage | slack (ns) | depth (start not counted) | to
CTS | 9.62 | 11 | o_rf_rd1[4]
global route | 9.48 | 11 | o_rf_rd1[4]
finish | 9.51 | 11 | o_rf_rd1[4]
[power groups by stage]
| stage | Clock (W) | Combinational [W] | Sequential, W |
|---|---|---|---|
| global route | 0.00188 | 0.000560 | 0.00216 |
| CTS | 0.00181 | 0.000525 | 0.00215 |
| finish | 0.00180 | 0.000531 | 0.00215 |
[through the flow]
step           util [%]  std cells
3_3_place_gp       53.1       5966
4_1_cts            56.5       6180
3_5_place_dp       53.1       5966
5_1_grt            56.5       6181
6_report           56.5       6186
2_1_floorplan         -       4640
[per-layer routing]
layer,track usage (%),vias to the layer above,wire (µm)
met3,23.8,409,30500
met1,51.6,18300,71400
met2,52.4,2349,85300
li1,-,16900,-
met4,11.5,12,7310
met5,2.47,-,330
[critical path: cells and delay by family]
family	cells	cell delay [ns]
compound gates	2	0.59
buf+inv	6	3.54
simple gates	3	0.43
